==> /design/flow/design.v <==
`timescale 1ns / 1ps
module mix_column(
input clk,
input [7:0] r11,r12,r13,r14,
input [7:0] r21,r22,r23,r24,
input [7:0] r31,r32,r33,r34,
input [7:0] r41,r42,r43,r44,
output reg [7:0] c1,c2,c3,c4,c5,
output reg [7:0] c6,c7,c8,c9,c10,
output reg [7:0] c11,c12,c13,c14,c15,c16
);
reg [7:0] matrix [0:3][0:3];
initial
begin
  matrix[0][0] <= 8'h02;
  matrix[0][1] <= 8'h03;
  matrix[0][2] <= 8'h01;
  matrix[0][3] <= 8'h01;
  matrix[1][0] <= 8'h01;
  matrix[1][1] <= 8'h02;
  matrix[1][2] <= 8'h03;
  matrix[1][3] <= 8'h01;
  matrix[2][0] <= 8'h01;
  matrix[2][1] <= 8'h01;
  matrix[2][2] <= 8'h02;
  matrix[2][3] <= 8'h03;
  matrix[3][0] <= 8'h03;
  matrix[3][1] <= 8'h01;
  matrix[3][2] <= 8'h01;
  matrix[3][3] <= 8'h02;
end
always@(posedge clk)
begin
c1 <= ((matrix[0][0]*r11)^(matrix[0][1]*r21)^(matrix[0][2]*r31)^(matrix[0][3]*r41));
c2 <= ((matrix[1][0]*r11)^(matrix[1][1]*r21)^(matrix[1][2]*r31)^(matrix[1][3]*r41));
c3 <= ((matrix[2][0]*r11)^(matrix[2][1]*r21)^(matrix[2][2]*r31)^(matrix[2][3]*r41));
c4 <= ((matrix[3][0]*r11)^(matrix[3][1]*r21)^(matrix[3][2]*r31)^(matrix[3][3]*r41));
c5<= ((matrix[0][0]*r12)^(matrix[0][1]*r22)^(matrix[0][2]*r32)^(matrix[0][3]*r42));
c6<= ((matrix[1][0]*r12)^(matrix[1][1]*r22)^(matrix[1][2]*r32)^(matrix[1][3]*r42));
c7<= ((matrix[2][0]*r12)^(matrix[2][1]*r22)^(matrix[2][2]*r32)^(matrix[2][3]*r42)); 
c8<= ((matrix[3][0]*r12)^(matrix[3][1]*r22)^(matrix[3][2]*r32)^(matrix[3][3]*r42));
c9<= ((matrix[0][0]*r13)^(matrix[0][1]*r23)^(matrix[0][2]*r33)^(matrix[0][3]*r43));
c10<= ((matrix[1][0]*r13)^(matrix[1][1]*r23)^(matrix[1][2]*r33)^(matrix[1][3]*r43));
c11<= ((matrix[2][0]*r13)^(matrix[2][1]*r23)^(matrix[2][2]*r33)^(matrix[2][3]*r43));
c12<= ((matrix[3][0]*r13)^(matrix[3][1]*r23)^(matrix[3][2]*r33)^(matrix[3][3]*r43));
c13<= ((matrix[0][0]*r14)^(matrix[0][1]*r24)^(matrix[0][2]*r34)^(matrix[0][3]*r44));
c14<= ((matrix[1][0]*r14)^(matrix[1][1]*r24)^(matrix[1][2]*r34)^(matrix[1][3]*r44));
c15<= ((matrix[2][0]*r14)^(matrix[2][1]*r24)^(matrix[2][2]*r34)^(matrix[2][3]*r44));
c16<= ((matrix[3][0]*r14)^(matrix[3][1]*r24)^(matrix[3][2]*r34)^(matrix[3][3]*r44));
end
endmodule
==> /design/flow/run.sh <==
#!/bin/bash
# OpenROAD 26Q1-2900-gdf79404cd8, Yosys 0.63+post, stock flow scripts
make -C /OpenROAD-flow-scripts/flow DESIGN_CONFIG=/design/flow/config.mk WORK_HOME=/design/flow/orfs finish
==> /design/flow/config.mk <==
export PLATFORM = sky130hd
export DESIGN_NAME = mix_column
export DESIGN_NICKNAME = mix_column
export VERILOG_FILES = /design/flow/design.v
export SDC_FILE = /design/flow/constraint.sdc
export NUM_CORES = 4
export LEC_CHECK = 1
export CORE_UTILIZATION = 40
==> /design/flow/constraint.sdc <==
current_design mix_column

set clk_period 3.2
set clk_io_pct 0.2

create_clock -name clk0 -period $clk_period [get_ports {clk}]

set non_clock_inputs [all_inputs -no_clocks]
set_input_delay [expr $clk_period * $clk_io_pct] -clock clk0 $non_clock_inputs
set_output_delay [expr $clk_period * $clk_io_pct] -clock clk0 [all_outputs]
==> results.sh <==
# implementation run metrics
export IMPL_num_rows=59
export IMPL_wl_per_cell_um=14.9
export IMPL_cts_tree="yes"
export IMPL_post_cts_resized=0
export IMPL_postCtsSetupBuffers=0
export IMPL_p_sw_share_pct=26.9
export IMPL_slew_viol_final=0
export IMPL_max_cap_violations=0
export IMPL_area_leaders="ha_1 (30%), xnor2_1 (28%), dfxtp_1 (24%), xor2_1 (7.1%), xnor3_1 (3.4%)"
export IMPL_finalCritPeriodShare_pct=90.0
export IMPL_powerDensity_mw_per_mm2=519
export IMPL_startpoint="r33[2]"
export IMPL_crit_path_cell_trace="clkdlybuf4s50_1 > ha_1 > ha_1 > ha_1 > fa_1 > a31oi_1 > xnor3_1 > xnor2_1"
export IMPL_floorplan_core_util_pct=40.6
export IMPL_period_needed_ns=2.88
export IMPL_cts_buffers=17
export IMPL_clockRootBuffer="clkbuf_16"
export IMPL_htree_levels=4
export IMPL_boundaryPins=257
export IMPL_grt_max_degree=17
export IMPL_warnings=25
export IMPL_crit_slowest_cell="clkdlybuf4s50_1"
export IMPL_die_area_mm2=0.0270
export IMPL_hp_start="r14[0]"
export IMPL_max_freq_ghz=0.347
export IMPL_synth_seq_share_pct=24.3
export IMPL_synthesis_instances=918
export IMPL_hp_class="in2reg"
export IMPL_power_frac_seq_pct=30.2
export IMPL_wirelength_met1_um=11000
export IMPL_port_buffers=256
export IMPL_rsz0062_at_grt="false"
export IMPL_synth_top_area_share_pct=30.4
export IMPL_whs_path_depth=2
export IMPL_placed_cells=1638
export IMPL_routed_wl_um=24900
export IMPL_critical_path_max_fanout=4
export IMPL_cp_required_ns=3.50
export IMPL_drive_gt1_share_pct=12.0
export IMPL_p_leak_uw=0.00684
export IMPL_p_int_uw=5730
export IMPL_drc=0
export IMPL_ys_warn_count=1
export IMPL_route_vias_total=7299
export IMPL_ir_worst_vdd_v=0.000370
export IMPL_gr_total_overflow=0
export IMPL_core_mm2=0.0260
export IMPL_dr_pass1_iters=4
export IMPL_mostFrequentLayoutCell="xnor2_1"
export IMPL_setup_violations=0
export IMPL_largest_area_cell="ha_1"
export IMPL_instances_no_fill=1670
export IMPL_drt_iter0_drc=128
export IMPL_start_kind="primary input"
export IMPL_avgSynthCellArea_um2=11.5
export IMPL_syn_area_mm2=0.0105
export IMPL_top_layer="met4"
export IMPL_power_frac_comb_pct=44.0
export IMPL_ys_seq_elements=128
export IMPL_viasPerCell=4.37
export IMPL_worst_pin_slew_ns=0.369
export IMPL_clk_pin_slew_ns=0.07
export IMPL_place_congestion=0.873
export IMPL_dieHeight_um=164
export IMPL_status="finished, final reports clean"
export IMPL_timing_final_hold_violations=0
export IMPL_clock_power_share_pct=25.8
export IMPL_dp_slack_ns=-0.0963
export IMPL_crit_path_end_kind="flip-flop"
export IMPL_grt_pass1_vias=7615
export IMPL_p_sw_uw=2110
export IMPL_dp_hpwl_um=21500
export IMPL_dieWidth_um=164
export IMPL_cts_path_max_buffers=2
export IMPL_arrival_ns=3.18
export IMPL_antenna_cells_inserted=0
export IMPL_lay_top_cells="xnor2_1 (336), ha_1 (256), clkdlybuf4s50_1 (256)"
export IMPL_wl_met3_um=1390
export IMPL_grt_pass1_wl_um=39000
export IMPL_ys_types=12
export IMPL_grt_usage_pct=19.4
export IMPL_yosys_area_mm2=0.0105
export IMPL_areaGrowthSynthToFinish_pct=43.2
export IMPL_cpMostUsedCell="ha_1"
export IMPL_maxSlewHeadroom_pct=75.2
export IMPL_antenna_found_initial=0
export IMPL_postCtsHoldBufs=0
export IMPL_yosysCellCount=918
export IMPL_crit_path_max_incr_delay_ns=0.48
export IMPL_holdWs_ns=0.946
export IMPL_clock_sinks=128
export IMPL_dr_wl_met2_um=12200
export IMPL_setup_slack_ns=0.321
export IMPL_path_class="in2reg"
export IMPL_ant_nets=0
export IMPL_hold_end="c14[0]"
==> metrics by stage <==
stage               power, uW  area, um^2  setup TNS [ns]  utilization [%]
floorplan                3900       10500               0                -
global placement         5910       14500          -0.270             55.8
detailed placement       5900       14500          -0.332             55.8
CTS                      7990       15100               0             58.1
global route             8410       15100               0             58.1
finish                   7840       15100               0             58.1
==> power by group through the flow <==
stage | Combinational (uW) | Sequential, uW | Clock, uW
4_1_cts | 3530 | 2380 | 2090
5_1_grt | 3840 | 2420 | 2150
6_report | 3450 | 2370 | 2020
==> layer usage <==
layer / global-route usage [%] / up-vias
met5: 0 / -
met4: 1.98 / 0
met3: 3.89 / 15
met2: 33.9 / 158
met1: 25.8 / 3239
li1: - / 3887
==> cell families (layout without fill, tap and decap cells) <==
kind of cell | after synthesis | in the layout | share of synthesized area, %
buffers and inverters | 32 | 449 | 1.14
adders and majority gates | 272 | 272 | 33.4
and+or+nand+nor | 16 | 16 | 0.712
DFF | 128 | 128 | 24.3
xor gates and xnor gates | 438 | 438 | 38.5
AOI/OAI and AO/OA | 32 | 32 | 1.95
==> how the worst max path moves through the flow <==
| stage | endpoint | cells past startpoint | slack (ns) |
|---|---|---|---|
| CTS | c15[7] | 8 | 0.33 |
| global route | c10[7] | 8 | 0.23 |
| finish | c10[7] | 8 | 0.32 |
==> critical path, delay by kind of cell <==
kind | cells | cell delay (ns)
buffers and inverters | 1 | 0.48
AND-OR/OR-AND | 1 | 0.27
adder cells (fa/ha/maj) | 4 | 1.28
XOR/XNOR | 2 | 0.51
==> synthesized netlist by cell type <==
master / number
ha_1: 256
xor2_1: 86
xnor3_1: 16
inv_1: 32
dfxtp_1: 128
a21o_1: 10
fa_1: 16
nand2_1: 10
xnor2_1: 336
a21oi_1: 6
a31oi_1: 16
nor2b_1: 6
==> layout make-up <==
cell class / count / area (um^2)
timing repair buffer: 385 / 3530
clock buffer: 19 / 443
clock inverter: 13 / 164
inverter: 32 / 120
tap: 335 / 419
fill: 2221 / 10900
sequential: 128 / 2560
multi-input combinational: 758 / 7860
No activity file was given, so power comes from the tool's default toggle rates.
