==> design.v <==
`timescale 1ns / 1ps
module key_addition(clk, subkey, diff_out, keyadd_out);
input clk;
input [127:0] subkey, diff_out;
output [127:0] keyadd_out;
assign keyadd_out = subkey ^ diff_out;  
endmodule
==> run.sh <==
#!/bin/bash
# OpenROAD 26Q1-2900-gdf79404cd8, Yosys 0.63+post, stock flow scripts
make -C /OpenROAD-flow-scripts/flow DESIGN_CONFIG=/design/flow/config.mk WORK_HOME=/design/flow/orfs finish
==> config.mk <==
export PLATFORM = sky130hd
export DESIGN_NAME = key_addition
export DESIGN_NICKNAME = key_addition
export VERILOG_FILES = /design/flow/design.v
export SDC_FILE = /design/flow/constraint.sdc
export NUM_CORES = 4
export LEC_CHECK = 1
export CORE_AREA = 10 10 155 155
export DIE_AREA = 0 0 165 165
==> constraint.sdc <==
current_design key_addition

set clk_period 1.0
set clk_io_pct 0.2

create_clock -name clk0 -period $clk_period

set non_clock_inputs [all_inputs -no_clocks]
set_input_delay [expr $clk_period * $clk_io_pct] -clock clk0 $non_clock_inputs
set_output_delay [expr $clk_period * $clk_io_pct] -clock clk0 [all_outputs]
==> flow_summary_export.csv <==
group,metric,value,unit
run_status,status,"finished clean",
grt,grt-busiest-layer,"met2",
logic_synthesis,synth_top_area_share,100,%
logic_synthesis,ys_sh_aoi,0,%
timing,min_period,0.976,ns
setup_path,crit_fanout,1,
logic_synthesis,topCombFamilyByArea,"XOR/XNOR gates",
logic_synthesis,syn-instance-count,128,
placed_design,gp_congestion,0.827,
hold_path,min-delay-start,"diff_out[28]",
setup_path,cpMaxStageDelayCell,"dlygate4sd2_1",
timing,finalClockPeriodUsage,97.6,%
timing,setup_viol,0,
setup_path,worstPathRequired,0.80,ns
setup_path,critPathTopFamily,"buffers and inverters",
layout,nClkBuffers,0,
setup_path,crit_path_end_kind,"output pin",
timing,hold_viol,0,
routing,wire_per_inst,15.0,µm
grt,grtUsageMet1,7.46,%
floorplan,fp_util,5.49,%
setup_path,path_cells,"dlygate4sd2_1 > xor2_1 > buf_2",
flow_run,max_cap_violations,0,
floorplan,die_area,27200,µm²
layout,flop_area,0,µm²
logic_synthesis,yosys_warnings,0,
placed_design,dp_hpwl,11400,µm
layout,layout-drive-gt1-share,26.3,%
grt,use_met3,3.44,%
routing,drt-pass1-iter-count,2,
layout,seq_cell_count,0,
pwr,fin_total_pwr,1560,µW
floorplan,coreArea,20400,µm²
setup_path,crit_path_start_kind,"primary input",
logic_synthesis,xor_share,100,%
pwr,p_leak,0.00240,µW
logic_synthesis,mappedNetlistArea,1120,µm²
setup_path,max_stage_delay,0.24,ns
setup_path,startpoint,"subkey[41]",
setup_path,crit_buf_inv,2,
grt,antenna_found_initial,0,
routing,avgViaCountPerCell,2.91,
floorplan,io_pins,385,
clock_tree,post_cts_buffers,0,
pwr,p_per_area,355,nW/µm²
routing,drt_iter0_markers,29,
timing,tightest_slew,0.191,ns
routing,wirelength,11800,µm
routing,antenna-diode-count,0,
timing,drv_slew,0,
grt,grt_pass1_wl,15200,µm
logic_synthesis,syn_avg_cell_area,8.76,µm²
setup_path,cp.depth,3,
setup_path,crit_end,"keyadd_out[41]",
grt,grt_max_degree,2,
logic_synthesis,synthAdderAreaFrac,0,%
flow_run,warning_count,33,
floorplan,die_x,165,µm
setup_path,path_class,"primary input to output pin",
routing,vias,2280,
logic_synthesis,ys_sh_simple,0,%
logic_synthesis,yosys_area,1120,µm²
grt,track_usage,7.29,%
logic_synthesis,top_cells_by_area,"xor2_1 (100%)",
floorplan,chipHeight,165,µm
timing,max_slew_margin,87.2,%
grt,grt_overflow,0,
routing,ant_nets,0,
timing,rsz0062_at_grt,"false",
timing,fmax,1.02,GHz
grt,met2_usage,13.7,%
pwr,irDropWorstVdd,0.104,mV
logic_synthesis,ys_seq_share,0,%
layout,fin_cells,783,
logic_synthesis,mux_area_share,0,%
floorplan,rows,52,
logic_synthesis,ys_cells,128,
placed_design,portBuffers,384,
grt,grt_pass1_vias,2585,
layout,syn2layout_area_growth,291,%
hold_path,hp-class,"primary input to output pin",
logic_synthesis,yosys.area.top_type,"xor2_1",
routing,route.detailed.drc,0,
timing,hold_ws,0.760,ns
setup_path,worstPathArrival,0.78,ns
logic_synthesis,synth_cell_types,1,
placed_design,post-place-cells,783,
==> metrics by stage <==
step	TNS [ns]	setup slack [ns]	util [%]	instance area, µm²
after floorplan	0	0.481	-	1120
after detailed placement	-67.96	-0.872	26.0	5310
after CTS	0	0.00370	21.5	4390
final	0	0.0241	21.5	4390
after global placement	-67.76	-0.870	26.0	5310
after global routing	0	0.000716	21.5	4390
==> cell usage in the layout, fill, tap and decap left out, drive strengths merged <==
master,instances
clkdlybuf4s15,7
buf,130
dlygate4sd2,247
xor2,128
clkbuf,1
==> synthesized netlist by cell type (all sizes together) <==
cell type,n
xor2,128
==> how the worst min path moves through the flow <==
stage                             to  cells after the start
after CTS             keyadd_out[28]                      3
after global routing   keyadd_out[9]                      3
final                 keyadd_out[28]                      3
==> timing repair <==
item | 4_1_cts | 5_1_grt
endpoints found under the setup margin | 128 | 4
resized | 673 | 4
hold buffers | 0 | 0
pin swaps | 123 | 3
==> cell type report <==
| type | count | area [µm²] |
|---|---|---|
| Fill cell | 2446 | 16000 |
| Timing Repair Buffer | 385 | 2900 |
| Multi-Input combinational cell | 128 | 1150 |
| Tap cell | 270 | 338 |
==> report_power, final <==
part / internal (µW) / switching, µW
Combinational: 1050 / 501
Sequential: 0 / 0
Clock: 0 / 0
==> kinds of logic (layout without fill, tap and decap cells) <==
logic type / after synthesis / count (layout)
xor gates and xnor gates: 128 / 128
buffers and inverters: 0 / 385
==> routing by layer <==
layer  vias to the layer above  part of all wire [%]
li1                       1150                     -
met1                       928                    33
met2                       198                    52
met3                         4                    14
met4                         0                  0.59
met5                         -                     0
==> worst min-delay path, cell delays in order <==
cell	delay [ns]
dlygate4sd2_1	0.20
xor2_1	0.05
buf_2	0.10
Power figures rest on the tool's default switching activity, not on a simulated workload.
