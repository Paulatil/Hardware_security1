`flow/run.sh`:
```
#!/bin/bash
# OpenROAD 26Q1-2900-gdf79404cd8, Yosys 0.63+post, stock flow scripts
make -C /OpenROAD-flow-scripts/flow DESIGN_CONFIG=/design/flow/config.mk WORK_HOME=/design/flow/orfs finish
```
`flow/config.mk`:
```
export PLATFORM = sky130hd
export DESIGN_NAME = key_gen_module
export DESIGN_NICKNAME = key_gen_module
export VERILOG_FILES = /design/flow/design.v
export SDC_FILE = /design/flow/constraint.sdc
export NUM_CORES = 4
export LEC_CHECK = 1
export CORE_UTILIZATION = 30
export SYNTH_MEMORY_MAX_BITS = 65536
```
`flow/constraint.sdc`:
```
current_design key_gen_module

set clk_period 42.7
set clk_io_pct 0.2

create_clock -name clk0 -period $clk_period [get_ports {clk}]

set non_clock_inputs [all_inputs -no_clocks]
set_input_delay [expr $clk_period * $clk_io_pct] -clock clk0 $non_clock_inputs
set_output_delay [expr $clk_period * $clk_io_pct] -clock clk0 [all_outputs]
```
`flow/design.v`:
```
`timescale 1ns / 1ps
module G_function(clk, W4, g_out, rc_in);
 input clk;
 input [31:0] W4;
 input [7:0] rc_in;
 output [31:0] g_out;
 reg [7:0] LUT[0:15][0:15];
 reg [7:0] v0, v1, v2, v3; 
 initial begin
 LUT[0][0] <= 8'h63; 
 LUT[0][1] <= 8'h7C; 
 LUT[0][2] <= 8'h77;
 LUT[0][3] <= 8'h7B; 
 LUT[0][4] <= 8'hF2;
 LUT[0][5] <= 8'h6B; 
 LUT[0][6] <= 8'h6F; 
 LUT[0][7] <= 8'hC5;
 LUT[0][8] <= 8'h30; 
 LUT[0][9] <= 8'h01;
 LUT[0][10] <= 8'h67;
 LUT[0][11] <= 8'h2B;
 LUT[0][12] <= 8'hFE;
 LUT[0][13] <= 8'hD7;
 LUT[0][14] <= 8'hAB; 
 LUT[0][15] <= 8'h76;
 LUT[1][0] <= 8'hCA;
 LUT[1][1] <= 8'h82; 
 LUT[1][2] <= 8'hC9;
 LUT[1][3] <= 8'h7D; 
 LUT[1][4] <= 8'hFA;
 LUT[1][5] <= 8'h59;
 LUT[1][6] <= 8'h47;
 LUT[1][7] <= 8'hF0;
 LUT[1][8] <= 8'hAD;
 LUT[1][9] <= 8'hD4;
 LUT[1][10] <= 8'hA2;
 LUT[1][11] <= 8'hAF;
 LUT[1][12] <= 8'h9C;
 LUT[1][13] <= 8'hA4;
 LUT[1][14] <= 8'h72;
 LUT[1][15] <= 8'hC0;
 LUT[2][0] <= 8'hB7;
 LUT[2][1] <= 8'hFD;
 LUT[2][2] <= 8'h93;
 LUT[2][3] <= 8'h26;
 LUT[2][4] <= 8'h36;
 LUT[2][5] <= 8'h3F;
 LUT[2][6] <= 8'hF7;
 LUT[2][7] <= 8'hCC;
 LUT[2][8] <= 8'h34;
 LUT[2][9] <= 8'hA5;
 LUT[2][10] <= 8'hE5;
 LUT[2][11] <= 8'hF1;
 LUT[2][12] <= 8'h71;
 LUT[2][13] <= 8'hD8; 
 LUT[2][14] <= 8'h31;
 LUT[2][15] <= 8'h15;
 LUT[3][0] <= 8'h04; 
 LUT[3][1] <= 8'hC7; 
 LUT[3][2] <= 8'h23;
 LUT[3][3] <= 8'hC3;
 LUT[3][4] <= 8'h18; 
 LUT[3][5] <= 8'h96;
 LUT[3][6] <= 8'h05; 
 LUT[3][7] <= 8'h9A;
 LUT[3][8] <= 8'h07; 
 LUT[3][9] <= 8'h12;
 LUT[3][10] <= 8'h80;
 LUT[3][11] <= 8'hE2;
 LUT[3][12] <= 8'hEB;
 LUT[3][13] <= 8'h27;
 LUT[3][14] <= 8'hB2;
 LUT[3][15] <= 8'h75;
 LUT[4][0] <= 8'h09; 
 LUT[4][1] <= 8'h83;
 LUT[4][2] <= 8'h2C; 
 LUT[4][3] <= 8'h1A; 
 LUT[4][4] <= 8'h1B;
 LUT[4][5] <= 8'h6E; 
 LUT[4][6] <= 8'h5A; 
 LUT[4][7] <= 8'hA0;
 LUT[4][8] <= 8'h52; 
 LUT[4][9] <= 8'h3B; 
 LUT[4][10] <= 8'hD6;
 LUT[4][11] <= 8'hB3; 
 LUT[4][12] <= 8'h29;
 LUT[4][13] <= 8'hE3;
 LUT[4][14] <= 8'h2F;
 LUT[4][15] <= 8'h84;
 LUT[5][0] <= 8'h53;
 LUT[5][1] <= 8'hD1; 
 LUT[5][2] <= 8'h00; 
 LUT[5][3] <= 8'hED;
 LUT[5][4] <= 8'h20; 
 LUT[5][5] <= 8'hFC;
 LUT[5][6] <= 8'hB1; 
 LUT[5][7] <= 8'h5B;
 LUT[5][8] <= 8'h6A; 
 LUT[5][9] <= 8'hCB; 
 LUT[5][10] <= 8'hBE; 
 LUT[5][11] <= 8'h39; 
 LUT[5][12] <= 8'h4A;
 LUT[5][13] <= 8'h4C;
 LUT[5][14] <= 8'h58; 
 LUT[5][15] <= 8'hCF;
 LUT[6][0] <= 8'hD0;
LUT[6][1] <= 8'hEF; 
LUT[6][2] <= 8'hAA;
LUT[6][3] <= 8'hFB; 
LUT[6][4] <= 8'h43; 
LUT[6][5] <= 8'h4D; 
LUT[6][6] <= 8'h33;
LUT[6][7] <= 8'h85; 
LUT[6][8] <= 8'h45; 
LUT[6][9] <= 8'hF9;
LUT[6][10] <= 8'h02;
LUT[6][11] <= 8'h7F;
LUT[6][12] <= 8'h50;
LUT[6][13] <= 8'h3C;
LUT[6][14] <= 8'h9F;
LUT[6][15] <= 8'hA8;
LUT[7][0] <= 8'h51;
LUT[7][1] <= 8'hA3;
LUT[7][2] <= 8'h40; 
LUT[7][3] <= 8'h8F; 
LUT[7][4] <= 8'h92;
LUT[7][5] <= 8'h9D;  
LUT[7][6] <= 8'h38;
LUT[7][7] <= 8'hF5;
LUT[7][8] <= 8'hBC;
LUT[7][9] <= 8'hB6;
LUT[7][10] <= 8'hDA;
LUT[7][11] <= 8'h21; 
LUT[7][12] <= 8'h10;
LUT[7][13] <= 8'hFF;
LUT[7][14] <= 8'hF3;
LUT[7][15] <= 8'hD2;
LUT[8][0] <= 8'hCD;
LUT[8][1] <= 8'h0C; 
LUT[8][2] <= 8'h13; 
LUT[8][3] <= 8'hEC;
LUT[8][4] <= 8'h5F;
LUT[8][5] <= 8'h97;
LUT[8][6] <= 8'h44; 
LUT[8][7] <= 8'h17; 
LUT[8][8] <= 8'hC4;
LUT[8][9] <= 8'hA7; 
LUT[8][10] <= 8'h7E; 
LUT[8][11] <= 8'h3D; 
LUT[8][12] <= 8'h64; 
LUT[8][13] <= 8'h5D; 
LUT[8][14] <= 8'h19;  
LUT[8][15] <= 8'h73;
LUT[9][0] <= 8'h60; 
LUT[9][1] <= 8'h81; 
LUT[9][2] <= 8'h4F; 
LUT[9][3] <= 8'hDC;
LUT[9][4] <= 8'h22;  
LUT[9][5] <= 8'h2A;
LUT[9][6] <= 8'h90; 
LUT[9][7] <= 8'h88; 
LUT[9][8] <= 8'h46; 
LUT[9][9] <= 8'hEE;
LUT[9][10] <= 8'hB8;
LUT[9][11] <= 8'h14; 
LUT[9][12] <= 8'hDE;
LUT[9][13] <= 8'h5E; 
LUT[9][14] <= 8'h0B; 
LUT[9][15] <= 8'hDB;
LUT[10][0] <= 8'hE0;
LUT[10][1] <= 8'h32; 
LUT[10][2] <= 8'h3A;
LUT[10][3] <= 8'h0A; 
LUT[10][4] <= 8'h49;
LUT[10][5] <= 8'h06;  
LUT[10][6] <= 8'h24; 
LUT[10][7] <= 8'h5C; 
LUT[10][8] <= 8'hC2;
LUT[10][9] <= 8'hD3;  
LUT[10][10] <= 8'hAC;  
LUT[10][11] <= 8'h62;
LUT[10][12] <= 8'h91; 
LUT[10][13] <= 8'h95;  
LUT[10][14] <= 8'hE4; 
LUT[10][15] <= 8'h79; 
LUT[11][0] <= 8'hE7; 
LUT[11][1] <= 8'hC8; 
LUT[11][2] <= 8'h37;  
LUT[11][3] <= 8'h6D;
LUT[11][4] <= 8'h8D;  
LUT[11][5] <= 8'hD5;  
LUT[11][6] <= 8'h4E;  
LUT[11][7] <= 8'hA9;  
LUT[11][8] <= 8'h6C; 
LUT[11][9] <= 8'h56;  
LUT[11][10] <= 8'hF4;    
LUT[11][11] <= 8'hEA;  
LUT[11][12] <= 8'h65; 
LUT[11][13] <= 8'h7A; 
LUT[11][14] <= 8'hAE; 
LUT[11][15] <= 8'h08;
LUT[12][0] <= 8'hBA;  
LUT[12][1] <= 8'h78; 
LUT[12][2] <= 8'h25;  
LUT[12][3] <= 8'h2E; 
LUT[12][4] <= 8'h1C;  
LUT[12][5] <= 8'hA6;  
LUT[12][6] <= 8'hB4; 
LUT[12][7] <= 8'hC6; 
LUT[12][8] <= 8'hE8;
LUT[12][9] <= 8'hDD; 
LUT[12][10] <= 8'h74; 
LUT[12][11] <= 8'h1F;   
LUT[12][12] <= 8'h4B; 
LUT[12][13] <= 8'hBD;  
LUT[12][14] <= 8'h8B; 
LUT[12][15] <= 8'h8A;
LUT[13][0] <= 8'h70;
LUT[13][1] <= 8'h3E; 
LUT[13][2] <= 8'hB5; 
LUT[13][3] <= 8'h66;  
LUT[13][4] <= 8'h48; 
LUT[13][5] <= 8'h03; 
LUT[13][6] <= 8'hF6;
LUT[13][7] <= 8'h0E;  
LUT[13][8] <= 8'h61;  
LUT[13][9] <= 8'h35; 
LUT[13][10] <= 8'h57;
LUT[13][11] <= 8'hB9; 
LUT[13][12] <= 8'h86;
LUT[13][13] <= 8'hC1;  
LUT[13][14] <= 8'h1D; 
LUT[13][15] <= 8'h9E;
LUT[14][0] <= 8'hE1; 
LUT[14][1] <= 8'hF8;
LUT[14][2] <= 8'h98; 
LUT[14][3] <= 8'h11; 
LUT[14][4] <= 8'h69;  
LUT[14][5] <= 8'hD9; 
LUT[14][6] <= 8'h8E; 
LUT[14][7] <= 8'h94;
LUT[14][8] <= 8'h9B; 
LUT[14][9] <= 8'h1E; 
LUT[14][10] <= 8'h87; 
LUT[14][11] <= 8'hE9; 
LUT[14][12] <= 8'hCE;   
LUT[14][13] <= 8'h55;  
LUT[14][14] <= 8'h28;  
LUT[14][15] <= 8'hDF;
LUT[15][0] <= 8'h8C; 
LUT[15][1] <= 8'hA1;  
LUT[15][2] <= 8'h89; 
LUT[15][3] <= 8'h0D;  
LUT[15][4] <= 8'hBF;  
LUT[15][5] <= 8'hE6;  
LUT[15][6] <= 8'h42;  
LUT[15][7] <= 8'h68;  
LUT[15][8] <= 8'h41;   
LUT[15][9] <= 8'h99;  
LUT[15][10] <= 8'h2D; 
LUT[15][11] <= 8'h0F;  
LUT[15][12] <= 8'hB0; 
LUT[15][13] <= 8'h54;  
LUT[15][14] <= 8'hBB;  
LUT[15][15] <= 8'h16;
end
always@(posedge clk)
begin
v0 <= W4[31:24];
v1 <= W4[23:16];
v2 <= W4[15:8];
v3 <= W4[7:0];
end
assign g_out[31:24] = rc_in + LUT[v1[7:4]][v1[3:0]];
assign g_out[23:16] = LUT[v2[7:4]][v2[3:0]];
assign g_out[15:8] = LUT[v3[7:4]][v3[3:0]];
assign g_out[7:0] = LUT[v0[7:4]][v0[3:0]]; 
endmodule
`timescale 1ns / 1ps
module key_gen_module(
  input clk, 
  input [127:0] aeskey, 
   output [127:0] subkey1, subkey2, subkey3, subkey4, 
   output[127:0] subkey5, subkey6, subkey7, subkey8, subkey9, subkey10);
wire [7:0] rc1, rc2, rc3, rc4, rc5, rc6, rc7, rc8, rc9, rc10;
wire [127:0] sub_key1, sub_key2, sub_key3, sub_key4, sub_key5, sub_key6, sub_key7, sub_key8, sub_key9,sub_key10, aes_key;
assign rc1 = 8'b00000001;
 assign rc2 = 8'b00000010;
 assign rc3 = 8'b00000100;
 assign rc4 = 8'b00001000;
 assign rc5 = 8'b00010000;
 assign rc6 = 8'b00100000;
 assign rc7 = 8'b01000000;
 assign rc8 = 8'b10000001;
 assign rc9 = 8'b00011011;
 assign rc10 = 8'b00110110;
 assign aes_key = aeskey;
 assign subkey1 = sub_key1;
 assign subkey2 = sub_key2;
 assign subkey3 = sub_key3;
 assign subkey4 = sub_key4;
 assign subkey5 = sub_key5;
 assign subkey6 = sub_key6;
 assign subkey7 = sub_key7;
 assign subkey8 = sub_key8;
 assign subkey9 = sub_key9;
 assign subkey10 = sub_key10;
 round_transform round1 (.clk(clk), .RC_in(rc1), .roundkey(aes_key), .subkey(sub_key1));
 round_transform round2 (.clk(clk), .RC_in(rc2), .roundkey(sub_key1), .subkey(sub_key2));
 round_transform round3 (.clk(clk), .RC_in(rc3), .roundkey(sub_key2), .subkey(sub_key3));
 round_transform round4 (.clk(clk), .RC_in(rc4), .roundkey(sub_key3), .subkey(sub_key4));
 round_transform round5 (.clk(clk), .RC_in(rc5), .roundkey(sub_key4), .subkey(sub_key5));
 round_transform round6 (.clk(clk), .RC_in(rc6), .roundkey(sub_key5), .subkey(sub_key6));
 round_transform round7 (.clk(clk), .RC_in(rc7), .roundkey(sub_key6), .subkey(sub_key7));
 round_transform round8 (.clk(clk), .RC_in(rc8), .roundkey(sub_key7), .subkey(sub_key8));
 round_transform round9 (.clk(clk), .RC_in(rc9), .roundkey(sub_key8), .subkey(sub_key9));
 round_transform round10 (.clk(clk), .RC_in(rc10), .roundkey(sub_key9), .subkey(sub_key10));
endmodule
`timescale 1ns / 1ps
 module key_scheduler(clk, roundkey, g, Wout1, Wout2, Wout3, Wout4);
input clk;
input [127:0] roundkey;
input [31:0] g;
reg [31:0] W1, W2, W3, W4;
output [31:0] Wout1, Wout2, Wout3, Wout4;
always@(posedge clk)
begin
W1 <= roundkey[127:96];
W2 <= roundkey[95:64];
W3 <= roundkey[63:32];
W4 <= roundkey[31:0];
end
assign Wout1 = W1 + g;
assign Wout2 = Wout1 + W2;
assign Wout3 = Wout2 + W3;
assign Wout4 = Wout3 + W4;
endmodule
`timescale 1ns / 1ps
module round_transform(clk,subkey, roundkey, RC_in);
input clk;
input [7:0] RC_in;
input [127:0] roundkey;
output [127:0] subkey;
wire [31:0] g_in, g_out;
wire [7:0] rc_in;
wire [127:0] rndkey, sub_key;
assign rndkey = roundkey;
assign subkey = sub_key;
assign g_in = roundkey[31:0];
assign rc_in = RC_in;
G_function g_module (.clk(clk), .W4(g_in), .rc_in(rc_in), .g_out(g_out));
key_scheduler key_sch (.clk(clk), .roundkey(rndkey), .g(g_out), .Wout1(subkey[127:96]), .Wout2(subkey[95:64]), .Wout3(subkey[63:32]), .Wout4(subkey[31:0]));
endmodule
```
==> node_exporter_impl.prom <==
# HELP chip_impl_metric Physical implementation figures
# TYPE chip_impl_metric gauge
chip_impl_info{name="critPathLaunch",value="round8.g_module.v0[1]"} 1
chip_impl_info{name="critical_path_class",value="flop to primary output"} 1
chip_impl_metric{name="worst_path_arrival",unit="ps"} 15430
chip_impl_metric{name="grt_remaining_overflow",unit=""} 0
chip_impl_metric{name="rows",unit=""} 302
chip_impl_metric{name="ys_area",unit="sq um"} 204200
chip_impl_metric{name="timing.max_slew.rel_slack",unit="%"} 8.405
chip_impl_metric{name="detailed_route_wire_length",unit="mm"} 1312
chip_impl_metric{name="timing.final.crit_share",unit="%"} 56.13
chip_impl_metric{name="cts_made_buffers",unit=""} 187
chip_impl_metric{name="wl_per_cell",unit="um"} 33.17
chip_impl_metric{name="yosysWarnings",unit=""} 2
chip_impl_metric{name="layout.cell_area.non_filler",unit="sq um"} 235900
chip_impl_metric{name="max_slew.worst_pin.slew",unit="ps"} 1374
chip_impl_metric{name="fin_crit",unit="ps"} 23970
chip_impl_metric{name="floorplan.core_area",unit="sq um"} 677100
chip_impl_metric{name="number_of_h_tree_levels",unit=""} 4
chip_impl_metric{name="post_route_cells_drive_above_1_share",unit="%"} 8.027
chip_impl_info{name="crit_path_max_delay_cell_type",value="sky130_fd_sc_hd__clkdlybuf4s50_1"} 1
chip_impl_metric{name="dr.first_iter.drc_count",unit=""} 30329
chip_impl_metric{name="fp.dieArea",unit="sq um"} 684100
chip_impl_metric{name="enable_flop_cells",unit=""} 0
chip_impl_metric{name="yosys.stat.seqShare",unit="%"} 12.55
chip_impl_metric{name="clock_insertion_delay_worst_skew",unit="ps"} 1060
chip_impl_metric{name="skew",unit="ps"} 129.9
chip_impl_metric{name="die-height",unit="um"} 827.1
chip_impl_info{name="cts-root-buf",value="sky130_fd_sc_hd__clkbuf_16"} 1
chip_impl_info{name="reg2reg_from",value="round2.g_module.v0[1]"} 1
chip_impl_info{name="holdCritPathClass",value="flop to flop"} 1
chip_impl_metric{name="drt-vias-per-instance",unit=""} 6.314
chip_impl_metric{name="worst_stage_delay_on_the_critical_path",unit="ps"} 1090
chip_impl_metric{name="reg2reg_slack",unit="ps"} 28800
chip_impl_metric{name="postPlaceCellArea",unit="sq um"} 229300
chip_impl_metric{name="initCoreUtil",unit="%"} 30.16
chip_impl_metric{name="dp_hpwl",unit="mm"} 1013
chip_impl_metric{name="cts.sink_count",unit=""} 1280
chip_impl_metric{name="numPortBuffers",unit=""} 1408
chip_impl_metric{name="antenna_found_initial",unit=""} 53
chip_impl_metric{name="synthToLayoutAreaGrowth",unit="%"} 15.49
chip_impl_metric{name="die.size.x",unit="um"} 827.1
chip_impl_metric{name="detail_route.drc_violations",unit=""} 0
chip_impl_metric{name="timing.critical_path.fanout_max",unit=""} 29
chip_impl_info{name="reg2reg_to",value="round3.g_module.v0[7]"} 1
chip_impl_metric{name="cts-root-to-sink-buffers",unit=""} 4
chip_impl_info{name="cts_tree",value="yes"} 1
chip_impl_metric{name="vias_in_the_first_global_route",unit=""} 231480
chip_impl_metric{name="post_cts_buffers",unit=""} 0
chip_impl_metric{name="synth_cell_type_count",unit=""} 107
chip_impl_metric{name="io-pin-count",unit=""} 1409
chip_impl_metric{name="achievable-frequency",unit="GHz"} 0.04172
chip_impl_metric{name="clock_pin_slew_of_the_registers_on_the_worst_case_setup_and_hold_paths",unit="ps"} 70
chip_impl_metric{name="hold_slack",unit="ps"} 567.0
chip_impl_info{name="grt_setup_unrepaired",value="false"} 1
chip_impl_info{name="timing.critical_path.to",value="subkey8[31]"} 1
chip_impl_metric{name="synthArstFlopShare",unit="%"} 0
chip_impl_metric{name="synth_cells",unit=""} 30174
chip_impl_metric{name="finalHoldViolCount",unit=""} 0
chip_impl_metric{name="cts-hold-fix-buffers",unit=""} 0
chip_impl_metric{name="drt_first_pass_iters",unit=""} 9
chip_impl_metric{name="grt_pass1_wl",unit="mm"} 1818
chip_impl_metric{name="drv.max_cap_violation_count",unit=""} 0
chip_impl_metric{name="slew_viol_final",unit=""} 0
chip_impl_info{name="yosys_most_used_dff",value="sky130_fd_sc_hd__dfxtp_1"} 1
chip_impl_metric{name="routed-via-count",unit=""} 249746
chip_impl_metric{name="count_of_filler_cells_inserted_in_the_layout",unit=""} 71942
chip_impl_metric{name="route.antenna.remaining_nets",unit=""} 0
chip_impl_metric{name="syn_area",unit="sq um"} 204200
chip_impl_metric{name="worst_ep_required_time",unit="ps"} 34160
chip_impl_metric{name="ys.flops",unit=""} 1280
chip_impl_metric{name="cts_repair_resize_count",unit=""} 0
chip_impl_metric{name="syn_avg_cell_area",unit="sq um"} 6.769
chip_impl_metric{name="tool_warnings",unit=""} 583
chip_impl_metric{name="maximum_number_of_pins_on_one_net_before_global_route_repair",unit=""} 91
chip_impl_info{name="setup.worst_path.start_class",value="flop"} 1
chip_impl_metric{name="place.gp.congestion",unit=""} 1.051
chip_impl_metric{name="r2r_cells",unit=""} 49
chip_impl_info{name="endpoint_class_of_the_critical_path",value="primary output"} 1
chip_impl_metric{name="setup_violations",unit=""} 0
chip_impl_metric{name="ys_cells",unit=""} 30174
chip_impl_info{name="status",value="finished, final reports clean"} 1
chip_impl_metric{name="groute.usage.overall",unit="%"} 37.37
chip_impl_metric{name="fin_tns_setup",unit="ps"} 0
chip_impl_info{name="cp_common_cell",value="sky130_fd_sc_hd__a21oi_1"} 1
==> cells in the final DEF, fill, tap and decap left out, drive strengths merged, types with 124 or more instances in the layout <==
cell type,n
a221oi,145
a21oi,3555
inv,673
nor2,2921
a21o,538
a311oi,359
clkbuf,252
o21bai,170
xor2,353
nand3,933
clkdlybuf4s50,1408
ha,1898
dfxtp,1280
or2,156
xnor2,876
o211ai,568
and3,180
o22ai,185
buf,1238
and2,147
mux4,354
nor2b,335
o31ai,230
nand2,2919
nand2b,457
o21a,213
clkinv,124
o311ai,409
mux2i,148
or3,148
a31oi,743
a211oi,739
o21ai,3245
nor3,940
==> synth_stat cells, types with 153 or more instances <==
cell type	n	area (sq um)
sky130_fd_sc_hd__a211oi_1	738	5540
sky130_fd_sc_hd__a21o_1	538	4039
sky130_fd_sc_hd__a21oi_1	3554	17790
sky130_fd_sc_hd__a311oi_1	357	3127
sky130_fd_sc_hd__a31oi_1	743	4648
sky130_fd_sc_hd__and3_1	180	1126
sky130_fd_sc_hd__buf_1	412	1546
sky130_fd_sc_hd__clkbuf_1	2045	7676
sky130_fd_sc_hd__dfxtp_1	1280	25620
sky130_fd_sc_hd__ha_1	1898	23750
sky130_fd_sc_hd__inv_1	623	2338
sky130_fd_sc_hd__mux4_2	354	7973
sky130_fd_sc_hd__nand2_1	2917	10950
sky130_fd_sc_hd__nand2b_1	457	2859
sky130_fd_sc_hd__nand3_1	933	4669
sky130_fd_sc_hd__nor2_1	2919	10960
sky130_fd_sc_hd__nor2b_1	334	2090
sky130_fd_sc_hd__nor3_1	940	4705
sky130_fd_sc_hd__o211ai_1	568	4264
sky130_fd_sc_hd__o21a_1	213	1599
sky130_fd_sc_hd__o21ai_0	3241	16220
sky130_fd_sc_hd__o21bai_1	170	1276
sky130_fd_sc_hd__o22ai_1	185	1157
sky130_fd_sc_hd__o311ai_0	408	3573
sky130_fd_sc_hd__o31ai_1	230	1727
sky130_fd_sc_hd__or2_2	153	957.2
sky130_fd_sc_hd__xnor2_1	875	7664
sky130_fd_sc_hd__xor2_1	353	3092
==> cell families (layout without fill, tap and decap cells) <==
logic type,Yosys count,in the layout,share of synthesized area [%]
buffers and inverters,3348,3720,6.315
AOI/OAI and AO/OA,12340,12340,37.93
xor gates and xnor gates,1237,1237,5.363
other,0,38,0
and+or+nand+nor,9486,9486,20.95
adders and majority gates,1941,1941,12.05
muxes,542,542,4.849
DFF,1280,1280,12.55
==> metal layers <==
metal / GRT usage, % / vias to the layer above / share of wire [%]
li1: - / 113306 / -
met1: 44.11 / 118679 / 36
met2: 56.39 / 14290 / 43
met3: 7.921 / 3435 / 8.6
met4: 35.28 / 36 / 12
met5: 0 / - / 0.017
==> worst min path at each step <==
stage | slack [ps] | depth (start not counted) | from | to
6_report | 570 | 1 | round4.key_sch.W3[0] | round5.key_sch.W3[0]
4_1_cts | 570 | 1 | round4.key_sch.W3[0] | round5.key_sch.W3[0]
5_1_grt | 580 | 1 | round6.key_sch.W2[0] | round7.key_sch.W2[0]
==> cell type report <==
class,instances,area (sq um),share of cell area (%)
multi-input combinational,25546,166000,70.38
sequential,1280,25930,10.99
timing repair buffer,2646,23400,9.920
tap,8968,11220,4.757
clock buffer,252,5330,2.260
inverter,729,2736,1.160
clock inverter,93,1169,0.4954
antenna,38,95.09,0.04031
==> metrics by stage <==
| step | cells | setup slack, ps | util [%] |
|---|---|---|---|
| final | 39552 | 18730 | 34.84 |
| after global routing | 39525 | 18140 | 34.83 |
| after CTS | 39514 | 18800 | 34.82 |
| after detailed placement | 39169 | 19970 | 33.86 |
| after global placement | 39169 | 19930 | 33.86 |
| after floorplan | 30174 | 24410 | - |
==> critical path, delay by kind of cell (launching register included) <==
family / cells / cell delay (ps)
fa+ha+maj: 6 / 2060
simple gates: 7 / 1590
flops: 1 / 300
compound gates: 24 / 5970
xor+xnor: 5 / 1440
mux: 1 / 510
buf+inv: 6 / 2560
